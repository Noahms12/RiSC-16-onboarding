<file path="flow/design.v">
module alu (
    input MUX_alu1, MUX_alu2,  
    input [1:0] FUNC_alu,  
    input [15:0] src1_reg, src2_reg,  
    input [9:0] imm,  
    output reg EQ,  
    output reg [15:0] alu_out  
);
wire [15:0] se_imm, ls_imm;
wire [15:0] SRC1, SRC2;
assign se_imm = {{9{imm[6]}}, imm[6:0]};  
assign ls_imm = imm << 6;  
assign SRC1 = MUX_alu1 ? ls_imm : src1_reg;  
assign SRC2 = MUX_alu2 ? se_imm : src2_reg;  
always @(*) 
begin
    alu_out = 16'h0000;
    EQ = (SRC1 == SRC2);
    case (FUNC_alu) 
        2'b00:  
        begin
            alu_out = SRC1 + SRC2;
        end
        2'b01:  
        begin
            alu_out = ~(SRC1 & SRC2);
        end
        2'b10:  
        begin
            alu_out = SRC1;
        end
        2'b11:  
        begin 
            alu_out = 16'b0;
        end
        default:  
        begin
            alu_out = 16'b0;
        end
    endcase
end
endmodule
</file>
<file path="flow/run.sh">
#!/bin/bash
# OpenROAD 26Q1-2900-gdf79404cd8, Yosys 0.63+post, stock flow scripts
make -C /OpenROAD-flow-scripts/flow DESIGN_CONFIG=/design/flow/config.mk WORK_HOME=/design/flow/orfs finish
</file>
<file path="flow/config.mk">
export PLATFORM = sky130hd
export DESIGN_NAME = alu
export DESIGN_NICKNAME = alu
export VERILOG_FILES = /design/flow/design.v
export SDC_FILE = /design/flow/constraint.sdc
export NUM_CORES = 4
export LEC_CHECK = 1
export CORE_AREA = 10 10 109 109
export DIE_AREA = 0 0 119 119
</file>
<file path="flow/constraint.sdc">
current_design alu

set clk_period 8.1
set clk_io_pct 0.2

create_clock -name clk0 -period $clk_period

set non_clock_inputs [all_inputs -no_clocks]
set_input_delay [expr $clk_period * $clk_io_pct] -clock clk0 $non_clock_inputs
set_output_delay [expr $clk_period * $clk_io_pct] -clock clk0 [all_outputs]
</file>
==> results.toml <==
# implementation run metrics
[outcome]
status = "finished clean"

[synthesis]
yosysWarnings = 1
ys_cells = 211
syn_avg_cell_area_um2 = 6.979
synth.distinct_cells = 44
syn-cell-area_um2 = 1473
ys_chip_area_um2 = 1473
synth_seq_share_pct = 0
syn-instance-count = 211

[final_timing]
slew_violations = 0
period_needed_ns = 6.931
rsz0062_at_grt = "no"
finalHoldViolCount = 0
setup_viol = 0
layout_setup_ws_ns = 1.169
fin_tns_setup_ns = 0
relSlewSlack_pct = 46.59
tightest_slew_ns = 0.7996
max_freq_mhz = 144.3
fin_crit_sh_pct = 85.57
hold_ws_ns = 4.419

[detailed_routing]
wl_per_cell_um = 15.53
antenna_cells = 0
drtAntennaViolNets = 0
drc = 0
drt_iter0_drc = 69
vias = 1694
firstDrtPassIters = 4
wirelength_um = 6058
via_per_inst = 4.344

[clock_network]
post_cts_resized = 0
hold_buffers = 0
post_cts_buffers = 0

[place]
numPortBuffers = 63
dpl.hpwl_um = 5002
dp_cells = 390
dp_slack_ns = 1.191
routabilityCongestion = 0.9086

[pwr]
ir_drop_mv = 0.01610
leakage_nw = 0.8074
power.density_nw_per_um2 = 79.06

[setup_path]
path_class = "in -> out"
cp.arrival_ns = 5.31
crit_fanout = 17
startpoint_type = "input port"
crit_path_end_kind = "primary output"
cp.required_ns = 6.48

[global_routing]
grt_overflow_total = 0
grt_usage_pct = 8.309
grt_first_pass_wirelength_um = 9749
grt_pass1_vias = 1765
grt_max_degree = 18
antenna_found_initial = 0

[run]
drv_cap = 0
warnings = 33

[die]
fp.dieW_um = 119
die_y_um = 119
core_area_um2 = 9639
fp_util_pct = 15.28
row_count = 36
io_pins = 63
die_area_um2 = 14160

[layout]
regArea_um2 = 0
clkbuf_count = 0
stdcell_count = 390
num-fill-cells = 1109
drive_above_1_share_pct = 10.51
flops = 0
syn2layout_area_growth_pct = 48.68
final_core_util_pct = 22.72

[hold_path]
hold_class = "in -> out"
-- synthesized netlist by cell type (2+ instances only) --
cell	instances	area [um2]
a21oi_1	21	105.1
o21ai_0	21	105.1
ha_1	17	212.7
mux2_2	16	180.2
nand2_1	14	52.55
nor2_1	14	52.55
inv_1	13	48.80
nor2b_1	8	50.05
xnor2_1	8	70.07
clkbuf_1	7	26.28
o221ai_1	7	61.31
buf_2	6	30.03
o22ai_1	5	31.28
a211oi_1	4	30.03
nor4_1	4	25.02
xor2_1	4	35.03
a21o_1	3	22.52
a21oi_2	3	26.28
nand2b_1	3	18.77
nand3_1	3	15.01
nand4_1	3	18.77
buf_4	2	15.01
nor3_1	2	10.01
o2111ai_1	2	17.52
o21a_1	2	15.01
-- path summary, 6_finish.rpt --
| check | start | to | cells after the start | slack, ns |
|---|---|---|---|---|
| worst max-delay path | MUX_alu2 | alu_out[14] | 11 | 1.17 |
| worst min-delay path | src1_reg[4] | alu_out[4] | 5 | 4.42 |
-- through the flow --
stage | total power (W) | cell area [um2]
after CTS | 0.0001751 | 2190
after global routing | 0.0001932 | 2190
after floorplan | 0.0001061 | 1473
final | 0.0001731 | 2190
after global placement | 0.0001755 | 2190
after detailed placement | 0.0001736 | 2190
-- power breakdown --
group          total, W  switching [W]  leakage, nW  internal (W)
sequential            0              0            0             0
clock                 0              0            0             0
combinational  0.000173      0.0000839        0.807     0.0000892
total          0.000173      0.0000839        0.807     0.0000892
-- cells by family after synthesis --
group	after synthesis	share of synthesized area (%)
XOR/XNOR	12	7.137
AND-OR/OR-AND	76	35.26
AND/OR/NAND/NOR	59	21.50
multiplexers	17	12.91
adder cells (fa/ha/maj)	17	14.44
buffers and inverters	30	8.751
-- final cells by class --
| type | count | area [um2] | area share, % |
|---|---|---|---|
| Inverter | 13 | 48.80 | 2.229 |
| Tap cell | 133 | 166.4 | 7.600 |
| Multi-Input combinational cell | 181 | 1344 | 61.37 |
| Timing Repair Buffer | 63 | 630.6 | 28.80 |
-- cell usage in the layout, fill, tap and decap left out, drive strengths merged, types with 2 or more instances in the layout --
master,Yosys,layout
a211oi,4,4
a21o,3,3
a21oi,24,24
a31oi,2,2
clkdlybuf4s50,0,63
ha,17,17
inv,13,13
mux2,16,16
nand2,15,15
nand2b,3,3
nand3,3,3
nand4,3,3
nor2,14,14
nor2b,8,8
nor3,2,2
nor4,5,5
o2111ai,2,2
o21a,2,2
o21ai,21,21
o221ai,7,7
o22ai,5,5
xnor2,8,8
xor2,4,4
-- layer usage --
layer / vias to the layer above / routed length, um / global-route usage (%)
met3: 0 / 491 / 2.350
met5: - / 0 / 0
met1: 758 / 3127 / 12.36
met4: 0 / 0 / 0.1527
li1: 877 / - / -
met2: 59 / 2439 / 12.24
-- worst max-delay path: stages --
cell,delay [ns]
clkdlybuf4s50_1,0.92
nand2_1,0.40
o21ai_0,0.19
ha_1,0.41
nand4_1,0.15
o22ai_1,0.10
a2111oi_4,0.46
a31oi_1,0.18
xnor2_1,0.16
o221ai_1,0.18
clkdlybuf4s50_1,0.52
Power figures rest on the tool's default switching activity, not on a simulated workload.
