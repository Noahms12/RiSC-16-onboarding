$ cat config.mk
export PLATFORM = sky130hd
export DESIGN_NAME = pc
export DESIGN_NICKNAME = pc
export VERILOG_FILES = /design/flow/design.v
export SDC_FILE = /design/flow/constraint.sdc
export NUM_CORES = 4
export LEC_CHECK = 1
export CORE_UTILIZATION = 30
$ cat constraint.sdc
current_design pc

set clk_period 4.8
set clk_io_pct 0.2

create_clock -name clk0 -period $clk_period [get_ports {clk}]

set non_clock_inputs [all_inputs -no_clocks]
set_input_delay [expr $clk_period * $clk_io_pct] -clock clk0 $non_clock_inputs
set_output_delay [expr $clk_period * $clk_io_pct] -clock clk0 [all_outputs]
$ cat design.v
module pc (
    input clk,
    input rst_n,
    input [1:0] MUX_output,  
    input [6:0] imm,  
    input [15:0] alu_out,  
    output [15:0] nxt_instr
);
reg [15:0] pc_reg;  
assign nxt_instr = pc_reg;  
wire [15:0] se_imm;  
assign se_imm = {{9{imm[6]}}, imm[6:0]};  
always @(posedge clk or negedge rst_n) 
begin
    if (!rst_n) 
    begin
        pc_reg <= 16'h0000;
    end 
    else 
    begin
        case (MUX_output)
            2'b00:
                pc_reg <= pc_reg + 1;
            2'b01:
                pc_reg <= pc_reg + 1 + se_imm;
            2'b10:
                pc_reg <= alu_out;
            default: 
                pc_reg <= pc_reg + 1;  
        endcase
    end
end
endmodule
$ cat run.sh
#!/bin/bash
# OpenROAD 26Q1-2900-gdf79404cd8, Yosys 0.63+post, stock flow scripts
make -C /OpenROAD-flow-scripts/flow DESIGN_CONFIG=/design/flow/config.mk WORK_HOME=/design/flow/orfs finish
==> job_summary.md <==
### Metrics collected by this job

| Metric | Value |
|---|---|
| Deepest clock path buffer count | `2` |
| Slowest cell delay on critical path | `0.72 ns` |
| Number of warnings in the stage logs | `31` |
| Average size of a mapped cell | `8.19 um2` |
| Clock slew at reported path FFs | `0.06 ns` |
| First DRT Iteration DRCs | `128` |
| Min cycle time layout | `3.25 ns` |
| Final Cycle Share | `0.677` |
| Cell class contributing the biggest share of worst-path delay | `buffers and inverters` |
| Worst hold path type | `flip-flop to flip-flop` |
| Reg2reg end | `pc_reg[15]$_DFF_PN0_` |
| Clock tree from TritonCTS | `built` |
| Wire length of the first global-routing pass | `7.96 mm` |
| Worst-case clock skew | `0.00383 ns` |
| Yosys Warn Count | `1` |
| Total standard cell area after synthesis | `1860 um2` |
| Max-Slew Margin vs Limit | `0.543` |
| Setup CP Type | `input port to flip-flop` |
| Residual antenna-violating net count after detailed routing | `0` |
| CTS buffer count | `3` |
| Power per standard cell area | `383 nW/um2` |
| Adder-Cell Fraction of Synth Area | `0.166` |
| Type of element capturing the critical path | `flip-flop` |
| Crit-path cells | `clkdlybuf4s50_1, inv_1, ha_1, inv_1, nand2_1, nor2_1, a221oi_1, nand2_1` |
| DRT Pass-1 Iters | `4` |
| Highest net fanout along the worst path | `23` |
| Final TNS setup | `0 ns` |
| Endpoint, Worst Hold | `pc_reg[0]$_DFF_PN0_` |
| Cells in synth_stat.txt | `227` |
| Area fraction in compound gates | `0.234` |
| Area of the die | `6510 um2` |
| Post-CTS repair timing setup buffer count | `0` |
| Fp util | `0.312` |
| Number of levels the H-tree was split into | `1` |
| Clock root buffer | `clkbuf_8` |
| Hold-critical path depth | `1` |
| Synth-to-Final Area Change | `27.8%` |
| Number of rows created at floorplan | `28` |
| Maximum clock frequency | `0.308 GHz` |
| EDFF count, synth | `0` |
| Hold Slack | `0.605 ns` |
| Post-CTS sizing | `0` |
| Worst path arrival time | `3.37 ns` |
| Post-Synth XOR/XNOR Area | `0.108` |
| Post-DR wirelength/cell | `14.0 um` |
| Quantity of I/O buffers inserted on ports | `42` |
| Type of origin of the critical path | `input port` |
| Vertical die size | `80.7 um` |
| Total number of vias | `1763` |
| Number of max-capacitance violations reported | `0` |
| Half-perimeter wire length after detailed placement | `4.03 mm` |
| Clock Sink Count | `16` |
| Peak supply drop | `0.159 mV` |
| Maximum number of pins on one net before global-route repair | `24` |
| Via density | `5.15` |
| Startpoint of the worst hold path | `pc_reg[0]$_DFF_PN0_` |
| Number of buffers and inverters on the critical path | `3` |
| Slew at the pin closest to its max-slew limit | `0.685 ns` |
| Standard cell core area | `5960 um2` |
| Gate count after technology mapping | `227` |
| Die Span X | `80.7 um` |
| Required time at the endpoint of the critical path | `4.92 ns` |
| GPL Wtd Cong | `0.925` |
| Final-report max-slew violation count | `0` |
| Register-to-Register Setup Slack | `1.84 ns` |
| Antenna violations before repair | `0` |
| Most frequently used flop master after synthesis | `dfrtp_1` |
| Number of hold-repair buffers added at the cts stage | `0` |
| Outcome | `completed` |
| Sequential fraction of the synthesis area | `0.215` |
| Latency at later pin | `0.24 ns` |
| Residual DRC count | `0` |
| # diodes | `0` |
| Grt total ovfl | `0` |
| Count of distinct cell types in the synthesized netlist | `51` |
| Launch point of the critical path | `MUX_output[0]` |
| Worst Reg2Reg Path Length in Cells | `12` |
| Max FFs per register | `16` |
| Unrepaired setup endpoints after global routing | `no` |
| Startpoint of the lowest-slack register-to-register path | `pc_reg[0]$_DFF_PN0_` |
| Flip-flop and latch count after synthesis | `16` |
| Main logic family | `AND-OR/OR-AND gates` |
| Io pins | `43` |
| Total wire length after detailed routing | `4.78 mm` |
| Total power | `0.000910 W` |
| Number of global-route vias before repair | `1636` |
| Finish-stage setup viols | `0` |
| Static power due to leakage | `1.06 nW` |
| Slowest stage cell, crit path | `ha_1` |
| Mux contribution to synthesized area | `0.00539` |
| Synthesis area per yosys | `1860 um2` |
| Combined global-route utilization of all metal layers | `0.160` |
| Synth Area in Simple Gates | `0.222` |
| Final number of hold-violating endpoints | `0` |
| Fraction of layout instances using a drive strength above 1 | `0.0375` |
| Async SR Flop Fraction | `1.00` |
## routing by layer
metal / vias up / share of wire / global-route usage
met5: - / 0 / 0
met4: 0 / 0.010 / 0.0214
met3: 4 / 0.049 / 0.00461
met2: 43 / 0.43 / 0.247
met1: 796 / 0.51 / 0.257
li1: 920 / - / -
## cell type report
cell class,instances,area (um2)
fill,606,3580
timing repair buffer,42,420
clock buffer,3,41.3
inverter,14,52.6
multi-input combinational,192,1370
sequential,16,400
tap,75,93.8
## cells in the mapped netlist, types with 2 or more instances
library cell / n / share of area
a211o_1: 2 / 0.0094
a21o_1: 6 / 0.024
a21oi_1: 20 / 0.054
a221oi_1: 6 / 0.028
and3_1: 7 / 0.024
buf_6: 2 / 0.012
dfrtp_1: 16 / 0.22
ha_1: 23 / 0.15
inv_1: 14 / 0.028
nand2_1: 20 / 0.040
nand3_1: 5 / 0.013
nand4_1: 5 / 0.017
nor2_1: 18 / 0.036
nor2b_1: 2 / 0.0067
nor3_1: 5 / 0.013
o211ai_1: 5 / 0.020
o21a_1: 3 / 0.012
o21ai_0: 8 / 0.022
o21ai_1: 3 / 0.0081
o21bai_1: 2 / 0.0081
o221ai_1: 2 / 0.0094
or3_1: 3 / 0.010
xnor2_1: 15 / 0.071
xor2_1: 8 / 0.038
## worst reg2reg max path, stage by stage (launching register included)
cell	delay [ns]
dfrtp_1	0.45
ha_1	0.23
nand3_2	0.13
nor2_4	0.15
nor4b_1	0.35
xor2_1	0.29
ha_1	0.34
nand2_1	0.12
nor2_1	0.05
a211oi_1	0.35
o31ai_1	0.16
o21bai_1	0.19
o211ai_1	0.08
## cells in the final DEF (no fill, tap or decap), types with 7 or more instances in the layout
master | netlist | layout
nor2_1 | 18 | 18
and3_1 | 7 | 7
xor2_1 | 8 | 8
nand2_1 | 20 | 20
xnor2_1 | 15 | 15
inv_1 | 14 | 14
ha_1 | 23 | 23
clkdlybuf4s50_1 | 0 | 42
a21oi_1 | 20 | 20
dfrtp_1 | 16 | 16
o21ai_0 | 8 | 8
## per-stage QoR
step | setup slack, ns | util | std cells | cell area, um2
after floorplan | 2.25 | - | 227 | 1860
after global placement | 1.35 | 0.392 | 339 | 2330
after detailed placement | 1.32 | 0.392 | 339 | 2330
after CTS | 1.58 | 0.399 | 342 | 2370
after global routing | 1.31 | 0.399 | 342 | 2370
final | 1.55 | 0.399 | 342 | 2370
## worst max path at each step
stage / cells after the start / endpoint
4_1_cts: 8 / pc_reg[12]$_DFF_PN0_
6_report: 8 / pc_reg[12]$_DFF_PN0_
5_1_grt: 8 / pc_reg[12]$_DFF_PN0_
## cells by family after synthesis
kind of cell / count (synthesis)
simple gates: 78
compound gates: 66
fa+ha+maj: 24
xor+xnor: 23
buf+inv: 19
flops: 16
mux: 1
## power by group
part	internal, W	switching (W)
combinational	0.000289	0.000301
clock	0.0000554	0.0000381
sequential	0.000173	0.0000542
total	0.000517	0.000393
Power is estimated from default activity; no workload was simulated.
